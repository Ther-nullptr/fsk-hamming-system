File: run.sh
#!/bin/bash
# OpenROAD 26Q1-2900-gdf79404cd8, Yosys 0.63+post, stock flow scripts
make -C /OpenROAD-flow-scripts/flow DESIGN_CONFIG=/design/flow/config.mk WORK_HOME=/design/flow/orfs finish
File: config.mk
export PLATFORM = sky130hd
export DESIGN_NAME = FSKDecoder
export DESIGN_NICKNAME = FSKDecoder
export VERILOG_FILES = /design/flow/design.v
export SDC_FILE = /design/flow/constraint.sdc
export NUM_CORES = 4
export LEC_CHECK = 1
export CORE_AREA = 10 10 96 96
export DIE_AREA = 0 0 106 106
File: constraint.sdc
current_design FSKDecoder

set clk_period 1.7
set clk_io_pct 0.2

create_clock -name clk0 -period $clk_period [get_ports {clock}]

set non_clock_inputs [all_inputs -no_clocks]
set_input_delay [expr $clk_period * $clk_io_pct] -clock clk0 $non_clock_inputs
set_output_delay [expr $clk_period * $clk_io_pct] -clock clk0 [all_outputs]
File: design.v
module FSKDecoder(
  input   clock,
  input   reset,
  input   io_input,
  output  io_output
);
  reg  prev;  
  reg [8:0] in_cnt;  
  reg [11:0] clk_cnt;  
  wire [8:0] _in_cnt_T_1 = in_cnt + 9'h1;  
  wire  _GEN_1 = in_cnt < 9'h8 ? 1'h0 : 1'h1;  
  wire [11:0] _clk_cnt_T_1 = clk_cnt + 12'h1;  
  reg  io_output_REG;  
  assign io_output = clk_cnt >= 12'h20 ? _GEN_1 : io_output_REG;  
  always @(posedge clock) begin
    if (reset) begin  
      prev <= 1'h0;  
    end else begin
      prev <= io_input;  
    end
    if (reset) begin  
      in_cnt <= 9'h0;  
    end else if (clk_cnt >= 12'h20) begin  
      in_cnt <= 9'h0;  
    end else if (~prev & io_input) begin  
      in_cnt <= _in_cnt_T_1;  
    end
    if (reset) begin  
      clk_cnt <= 12'h0;  
    end else if (clk_cnt >= 12'h20) begin  
      clk_cnt <= 12'h0;  
    end else begin
      clk_cnt <= _clk_cnt_T_1;  
    end
    io_output_REG <= io_output;  
  end
endmodule
==> deck_impl_summary.md <==
Synthesis and Place & Route Summary

Clock tree
  • Clock buffer depth: 2
  • TritonCTS Buffers: 3
  • Root buffer cell: clkbuf_8
  • Late-Pin Clk Latency: 260 ps
  • CTS tree: done
  • Worst-path clk slew: roughly 80 ps
  • Max H-tree Level: 1
  • CTS Hold Buffers Added: 0
  • CTS Sinks: 23

Synthesis
  • Post-Syn Instances: 84
  • Ys flops: 23
  • Synth unique cells: 27
  • Max-area cell share: 0.537
  • Post-synth top area cell: dfxtp_1
  • Simple Share, Synth: 0.216
  • Complex Gates by Area: 0.108
  • Mux share: 0.0117
  • EDFF count, synth: 0
  • Seq/Total Area, Yosys: 0.537
  • Synthesized area per cell: ~10 um^2
  • Yosys cell count: 84
  • Synthesized cell area: 857 um^2
  • XOR Share, Synth: 0.0511
  • Synthesis area per yosys: 857 um^2
  • Ys async rst share: 0
  • Synth top area cells: dfxtp_1 54%, ha_1 4.4%, xnor2_1 4.1%
  • Adder share: 0.0438
  • Main synth FF type: dfxtp_1
  • Largest logic family: simple AND/OR/NAND/NOR gates
  • Synth warn: 1

Job
  • Max Cap Viol: 0
  • Stage-log warning count: 29

Die
  • Core ar.: between 0.007 and 0.008 mm^2
  • FP Util: 0.119
  • # IOs: 4
  • Die height: 106 um
  • Site Rows: 31
  • Die width: between 100 and 150 um
  • Die footprint: between 0.01 and 0.015 mm^2

Power
  • Worst vdd ir: between 200 and 250 uV
  • PD cells: roughly 760 mW/mm^2
  • Net switching power: roughly 0.18 mW
  • Clock share of power: 0.361
  • Logic pwr share: 0.028
  • Switching Share: 0.199
  • Internal cell power: between 0.7 and 0.8 mW
  • Flop pwr share: 0.611
  • Leak pwr: roughly 0.42 nW

Final layout
  • Area growth, synth to finish: 38.5%
  • Layout cells sized above 1: 0.222
  • Final Instance Count excl. Fillers: between 200 and 250

Worst setup path
  • Crit path from: in_cnt[8]
  • Crit. End Element: output pin
  • Crit path required time: approximately 1400 ps
  • Setup crit start kind: flip-flop
  • Worst r2r src: in_cnt[3]
  • Crit path kind: reg2out
  • Worst-path fanout max: 2
  • WP data arrival: approximately 1500 ps

Outcome
  • Failing checks: negative setup slack
  • Outcome: complete, but fails checks

Detailed routing
  • Post-Route WL: about 1500 um
  • Final ANT Viol Nets: 0
  • Iter 0 DRT Violations: 9
  • Antenna Diode Count: 0
  • Vias/cell: a little over 3
  • Drt pass-1 iters: 4
  • Via count: between 600 and 700
  • DR WL/cell: between 7 and 8 um
  • DRC viols: 0

Global route
  • Grt total ovfl: 0
  • Wire length of the first global-routing pass: approximately 2700 um
  • Tot GR Track Use: 0.0273
  • Initial antenna violation count: 0
  • Pin count of the biggest net entering global routing: 14
  • Vias in the first global route: roughly 630

Timing
  • Min Hold Slack: around 460 ps
  • Final Skew: 3.44 ps
  • RSZ-0062 raised after global routing: true
  • Final Hold Viols: 0
  • Post-route clock period utilization: 1.09
  • Final setup viols: 1
  • Fmax: about 540 MHz
  • Minimum clock period: 1850 ps
  • Max Slew Vio Count: 0
  • Slack of the critical path: -152 ps

Hold path
  • Worst hold path type: reg2reg
  • Worst Hold Launch: clk_cnt[0]

Place
  • PortBufs: 3
  • Setup WS pre-CTS: -296 ps
  • Gp weighted congestion: about 0.75
  • Placed Cells incl. Taps: a little over 200
  • Dpl hpwl: ~1100 um
[worst max-delay path, stage by stage, from the launching register on]
cell       delay (ps)
dfxtp_2           320
or4_4             530
a2111oi_4         190
a31oi_1            80
buf_2             120
[power groups by stage]
| stage | registers, mW | clock network, mW | logic [mW] |
|---|---|---|---|
| global route | 0.555 | 0.365 | 0.0287 |
| CTS | 0.553 | 0.345 | 0.0256 |
| finish | 0.553 | 0.327 | 0.0255 |
[final timing paths]
| path | cells after the start | slack [ps] | end |
|---|---|---|---|
| max | 4 | -150 | io_output |
| min | 1 | 460 | clk_cnt[0] |
| max reg2reg | 3 | 310 | in_cnt[8] |
| min reg2reg | 1 | 460 | clk_cnt[0] |
[cell families after synthesis]
family          count (synthesis)
compound gates                 15
xor+xnor                        5
fa+ha+maj                       3
buf+inv                         6
flops                          23
mux                             1
other cells                     1
simple gates                   30
[routing by layer]
layer,wire length (um),GRT usage,vias up
met1,752,0.0382,290
met3,69,0.00612,2
met4,50,0.00967,0
met2,579,0.0406,10
li1,-,-,337
met5,0,0,-
[cell usage after synthesis, types with 2 or more instances]
library cell and count:
or3_1 4, nand2_1 2, dfxtp_1 23, nand3_1 2, and3_1 2, or4_1 2
a31oi_1 2, xnor2_1 4, nor2_1 8, nand4b_1 2, inv_1 5, nor2b_1 2
a21oi_1 6, o21ai_0 4, ha_1 3, o31ai_1 2
[stage by stage]
step | power (mW) | TNS (ps) | instance area [um^2] | util
after detailed placement | 0.589 | -321 | 1110 | 0.155
after global placement | 0.588 | -301 | 1110 | 0.155
after CTS | 0.924 | -154 | 1180 | 0.164
after floorplan | 0.575 | 0 | 876 | -
after global routing | 0.949 | -225 | 1190 | 0.165
final | 0.906 | -152 | 1190 | 0.165
[timing repair]
item,in CTS,in global routing
setup buffers,0,1
pin swaps,2,0
gates cloned,0,0
endpoints found under the setup margin,1,1
resized,7,0
[registers in the layout (all words and copies together) (netlist names)]
signal,count
clk_cnt,12
in_cnt,9
io_output_REG,1
prev,1
[placed cells by master (no fill, tap or decap)]
| master | instances |
|---|---|
| o21ai_0 | 4 |
| buf_2 | 1 |
| clkinv_2 | 1 |
| ha_1 | 3 |
| conb_1 | 6 |
| xnor2_1 | 4 |
| clkdlybuf4s50_1 | 2 |
| nand2_1 | 2 |
| a2111oi_4 | 1 |
| nor2_1 | 8 |
| nand3_1 | 2 |
| mux2i_1 | 1 |
| a31oi_1 | 2 |
| nor3_1 | 1 |
| nor4_4 | 1 |
| dfxtp_1 | 21 |
| nor4_1 | 1 |
| nand4b_1 | 2 |
| nand3b_1 | 1 |
| or3_1 | 4 |
| buf_4 | 13 |
| or4_1 | 2 |
| dfxtp_2 | 2 |
| clkbuf_8 | 3 |
| xor2_1 | 1 |
| nor2b_1 | 2 |
| inv_1 | 5 |
| and3_1 | 2 |
| o31ai_1 | 2 |
| nand4_2 | 1 |
| or4_4 | 1 |
| a21oi_1 | 6 |
[area by class of cell]
cell class / count / area, um^2
sequential: 23 / 463
clock inverter: 1 / 5.00
multi-input combinational: 60 / 413
clock buffer: 3 / 41.3
fill: 812 / 6030
tap: 99 / 124
timing repair buffer: 16 / 123
inverter: 5 / 18.8
No activity file was given, so power comes from the tool's default toggle rates.
