### design/flow/run.sh
#!/bin/bash
# OpenROAD 26Q1-2900-gdf79404cd8, Yosys 0.63+post, stock flow scripts
make -C /OpenROAD-flow-scripts/flow DESIGN_CONFIG=/design/flow/config.mk WORK_HOME=/design/flow/orfs finish
### design/flow/config.mk
export PLATFORM = sky130hd
export DESIGN_NAME = CodeReceiver
export DESIGN_NICKNAME = CodeReceiver
export VERILOG_FILES = /design/flow/design.v
export SDC_FILE = /design/flow/constraint.sdc
export NUM_CORES = 4
export LEC_CHECK = 1
export CORE_AREA = 10 10 110 110
export DIE_AREA = 0 0 120 120
### design/flow/constraint.sdc
current_design CodeReceiver

set clk_period 1.7
set clk_io_pct 0.2

create_clock -name clk0 -period $clk_period [get_ports {clock}]

set non_clock_inputs [all_inputs -no_clocks]
set_input_delay [expr $clk_period * $clk_io_pct] -clock clk0 $non_clock_inputs
set_output_delay [expr $clk_period * $clk_io_pct] -clock clk0 [all_outputs]
### design/flow/design.v
module CodeReceiver
(
  input        clock,
  input        reset,
  input        io_input,
  output reg [7:0] io_output
);
  reg [2:0] countReg;
  reg [7:0] dataReg;
  reg [7:0] dataRegBuffer;  
  reg dataFull;
  initial begin
    countReg <= 3'h0;
    dataReg <= 8'h00;
    dataRegBuffer <= 8'h00;
    dataFull <= 1'b1;
  end
  always @(posedge clock) begin
    if (reset) begin
      countReg <= 3'h0;
      dataReg <= 8'h00;
      dataRegBuffer <= 8'h00;
      dataFull <= 1'b1;
    end
    else begin
      if (dataFull) begin 
        io_output <= dataRegBuffer;  
        if (io_input) begin  
		  dataFull <= 0;
          dataReg <= 8'h00;
        end
      end
      else begin
      countReg <= countReg + 1;
      if (countReg < 3'h7) begin
        dataReg <= (dataReg << 1);
        dataReg[0] <= io_input;
        dataFull <= 0;
        io_output <= dataRegBuffer;
      end
      else begin
        countReg <= 3'h0;  
        io_output <= dataReg;
        dataRegBuffer <= dataReg;
        if (io_input) begin  
		      dataFull <= 0;
          dataReg <= 8'h00;
        end
        else begin  
          dataFull <= 1;
        end
      end
      end
    end
  end
endmodule
==> impl_metrics.prom <==
# HELP chip_impl_metric Synthesis and place-and-route metrics
# TYPE chip_impl_metric gauge
chip_impl_metric{name="core.rowCount",unit=""} 36
chip_impl_metric{name="place_ws",unit="ps"} 363
chip_impl_info{name="cts_tree",value="yes"} 1
chip_impl_info{name="worstSetupEndpointType",value="primary output"} 1
chip_impl_metric{name="globalRouteOverflowTotal",unit=""} 0
chip_impl_metric{name="cts_num_sinks",unit=""} 28
chip_impl_metric{name="syn2layout_area_growth",unit="%"} 32.6
chip_impl_metric{name="synth-adder-area-share",unit="%"} 1.19
chip_impl_info{name="ys_dominant_reg_cell",value="sky130_fd_sc_hd__dfxtp_1"} 1
chip_impl_metric{name="chipArea",unit="um2"} 14400
chip_impl_metric{name="number_of_buffers_inserted_by_hold_repair_at_cts",unit=""} 0
chip_impl_info{name="yosys-dominant-comb-family",value="simple AND/OR/NAND/NOR gates"} 1
chip_impl_metric{name="die_h",unit="um"} 120
chip_impl_metric{name="grt_start_max_net_pins",unit=""} 17
chip_impl_metric{name="clock.fmax",unit="MHz"} 677
chip_impl_metric{name="max-slew-margin-rel",unit="%"} 68.5
chip_impl_metric{name="wl_per_cell",unit="um"} 8.05
chip_impl_metric{name="synth.yosys.num_cells",unit=""} 84
chip_impl_metric{name="netlist.area_leader.share",unit="%"} 38.2
chip_impl_metric{name="insertion_delay",unit="ps"} 270
chip_impl_info{name="path_category_of_the_worst_min_delay_check",value="flop to flop"} 1
chip_impl_metric{name="synth.avg_cell_area",unit="um2"} 12.5
chip_impl_info{name="rsz_0062_raised_after_global_routing",value="false"} 1
chip_impl_metric{name="cts-htree-levels",unit=""} 1
chip_impl_metric{name="fp.coreArea",unit="um2"} 9770
chip_impl_metric{name="edf_count",unit=""} 8
chip_impl_metric{name="tns",unit="ps"} 0
chip_impl_info{name="critical_path.top_delay_family",value="buffers and inverters"} 1
chip_impl_metric{name="crit_buf_inv",unit=""} 1
chip_impl_metric{name="synth.cell_area",unit="um2"} 1050
chip_impl_metric{name="post-layout-total-power",unit="W"} 0.00129
chip_impl_info{name="crit_chain",value="clkdlybuf4s50_1"} 1
chip_impl_metric{name="last_weighted_congestion_value_of_the_routability_driven_placer",unit=""} 0.754
chip_impl_metric{name="drc",unit=""} 0
chip_impl_metric{name="vias",unit=""} 616
chip_impl_metric{name="critical_path_arrival",unit="ps"} 1140
chip_impl_metric{name="grt_pass1_wl",unit="um"} 2950
chip_impl_metric{name="drive_above_1_share",unit="%"} 18.4
chip_impl_metric{name="ys_area",unit="um2"} 1050
chip_impl_metric{name="clock_skew",unit="ps"} 9.95
chip_impl_metric{name="register_area",unit="um2"} 641
chip_impl_metric{name="diodes",unit=""} 0
chip_impl_metric{name="netlist_instances",unit=""} 84
chip_impl_metric{name="warning_count",unit=""} 25
chip_impl_metric{name="crit_path_required_time",unit="ps"} 1360
chip_impl_info{name="criticalPathCategory",value="flop to primary output"} 1
chip_impl_metric{name="yosys_register_bits",unit=""} 28
chip_impl_metric{name="clk_transition_reported_paths",unit="ps"} 100
chip_impl_info{name="crit_path_start_kind",value="flop"} 1
chip_impl_metric{name="post_drt_via_cell_ratio",unit=""} 2.67
chip_impl_metric{name="routed_wl",unit="um"} 1860
chip_impl_metric{name="fraction_of_the_yosys_area_taken_by_sequential_cells",unit="%"} 61.2
chip_impl_metric{name="max-cap-violations",unit=""} 0
chip_impl_metric{name="xor_area_share",unit="%"} 1.67
chip_impl_metric{name="p_leak",unit="nW"} 0.508
chip_impl_metric{name="fp_util",unit="%"} 10.7
chip_impl_metric{name="postRouteAntennaNets",unit=""} 0
chip_impl_metric{name="dp_cells",unit=""} 227
chip_impl_metric{name="max_slew.worst_pin.slew",unit="ps"} 471
chip_impl_info{name="cts_root_buffer",value="sky130_fd_sc_hd__clkbuf_8"} 1
chip_impl_metric{name="share_of_async_settable_or_async_resettable_flops_after_synthesis",unit="%"} 0
chip_impl_metric{name="post_synth_aoi_oai_area",unit="%"} 6.33
chip_impl_metric{name="grt_antenna_before_repair",unit=""} 0
chip_impl_metric{name="io_pins",unit=""} 11
chip_impl_metric{name="cts.path.max_buffers",unit=""} 2
chip_impl_metric{name="yosys_warnings",unit=""} 1
chip_impl_metric{name="cts_inserted_buffers",unit=""} 3
chip_impl_info{name="synth.top_cells.by_area",value="sky130_fd_sc_hd__dfxtp_1, sky130_fd_sc_hd__edfxtp_1, sky130_fd_sc_hd__mux2_2"} 1
chip_impl_metric{name="max_stage_delay",unit="ps"} 500
chip_impl_metric{name="yosysUniqueCellTypes",unit=""} 22
chip_impl_metric{name="cts.repair_timing.setup_buffer_count",unit=""} 0
chip_impl_info{name="critPathSlowestCell",value="sky130_fd_sc_hd__clkdlybuf4s50_1"} 1
chip_impl_metric{name="globalRouteTotalUtil",unit="%"} 2.46
chip_impl_metric{name="power-per-cell-area",unit="nW/um2"} 928
chip_impl_info{name="outcome",value="completed"} 1
chip_impl_metric{name="fillers",unit=""} 1106
chip_impl_metric{name="slew_violations",unit=""} 0
chip_impl_metric{name="layout.core_utilization",unit="%"} 14.2
chip_impl_metric{name="place.detailed.hpwl",unit="um"} 1330
chip_impl_metric{name="synth.cellmix.simpleShare",unit="%"} 17.6
chip_impl_metric{name="postCtsResizedCells",unit=""} 0
chip_impl_metric{name="setup_violations",unit=""} 0
chip_impl_metric{name="total_iterations_of_the_first_detailed_routing_run",unit=""} 2
chip_impl_metric{name="floorplan.die.width",unit="um"} 120
chip_impl_info{name="synth_top_cell_by_area",value="sky130_fd_sc_hd__dfxtp_1"} 1
chip_impl_metric{name="max-vdd-ir-drop",unit="V"} 0.000492
chip_impl_metric{name="multi_input_comb_area",unit="um2"} 384
chip_impl_metric{name="report.final.hold_viol_count",unit=""} 0
chip_impl_metric{name="number_of_input_and_output_port_buffers_inserted",unit=""} 10
chip_impl_metric{name="period_used_share",unit="%"} 86.9
chip_impl_metric{name="via_count_of_the_first_global_routing_pass",unit=""} 593
chip_impl_metric{name="finalNonFillerCells",unit=""} 231
chip_impl_metric{name="crit_fanout",unit=""} 1
chip_impl_metric{name="drtIter0Drc",unit=""} 21
chip_impl_metric{name="finalCriticalPeriod",unit="ps"} 1480
chip_impl_metric{name="timing.final.ws_setup",unit="ps"} 223
chip_impl_metric{name="synth.area.mux_share",unit="%"} 9.92
-- synthesized netlist by cell type, types with 2 or more instances --
master                     instances
sky130_fd_sc_hd__a21oi_1           8
sky130_fd_sc_hd__and2_1            8
sky130_fd_sc_hd__clkbuf_1          2
sky130_fd_sc_hd__dfxtp_1          20
sky130_fd_sc_hd__edfxtp_1          8
sky130_fd_sc_hd__mux2_2            7
sky130_fd_sc_hd__nand2_1           8
sky130_fd_sc_hd__nand3b_1          8
sky130_fd_sc_hd__nor2_1            2
-- where the power goes --
part	switching, W	total [W]	internal, W
Clock	0.000198	0.000513	0.000315
Combinational	0.0000287	0.0000621	0.0000334
Sequential	0.0000157	0.000714	0.000698
-- metal layers --
layer / part of all wire (%) / vias up / GRT usage [%]
met4: 0 / 0 / 0.0754
met3: 7.5 / 0 / 1.19
li1: - / 320 / -
met5: 0 / - / 0
met1: 51 / 286 / 3.38
met2: 41 / 10 / 3.65
-- final cells by class --
class | instances | area share [%]
Clock buffer | 3 | 2.97
Clock inverter | 1 | 2.16
Inverter | 1 | 0.270
Multi-Input combinational cell | 52 | 27.7
Sequential cell | 28 | 46.1
Tap cell | 133 | 12.0
Timing Repair Buffer | 13 | 8.83
-- path summary, 6_finish.rpt --
| kind | startpoint | end | slack (ps) | cells past startpoint |
|---|---|---|---|---|
| setup / recovery | io_output[4]$_DFFE_PN_ | io_output[4] | 220 | 1 |
| hold / removal | dataReg[6]$_SDFF_PP0_ | dataReg[7]$_SDFF_PP0_ | 470 | 2 |
| setup reg to reg | dataFull$_SDFF_PP1_ | dataRegBuffer[2]$_SDFF_PP0_ | 360 | 3 |
| hold reg to reg | dataReg[6]$_SDFF_PP0_ | dataReg[7]$_SDFF_PP0_ | 470 | 2 |
-- layout by cell type, fill, tap and decap left out --
cell type,netlist,final
sky130_fd_sc_hd__mux2i_1,1,1
sky130_fd_sc_hd__and2_1,8,8
sky130_fd_sc_hd__and3_1,1,1
sky130_fd_sc_hd__a31o_2,1,1
sky130_fd_sc_hd__nand3b_1,8,8
sky130_fd_sc_hd__mux2_4,1,1
sky130_fd_sc_hd__nand2b_1,1,1
sky130_fd_sc_hd__nand4b_4,1,1
sky130_fd_sc_hd__buf_4,0,3
sky130_fd_sc_hd__bufinv_16,0,1
sky130_fd_sc_hd__nor2_1,2,2
sky130_fd_sc_hd__clkdlybuf4s50_1,0,10
sky130_fd_sc_hd__mux2_2,7,7
sky130_fd_sc_hd__inv_1,1,1
sky130_fd_sc_hd__xnor2_1,1,1
sky130_fd_sc_hd__a21oi_1,8,8
sky130_fd_sc_hd__xor2_1,1,1
sky130_fd_sc_hd__a31oi_2,1,1
sky130_fd_sc_hd__nand2_1,8,8
sky130_fd_sc_hd__ha_1,1,1
sky130_fd_sc_hd__o21ai_0,1,1
sky130_fd_sc_hd__clkbuf_8,0,3
sky130_fd_sc_hd__edfxtp_1,8,8
sky130_fd_sc_hd__dfxtp_1,20,20
-- registers in the layout (all words and copies together) (netlist names) --
register,count
dataReg,8
countReg,3
dataRegBuffer,8
dataFull,1
io_output,8
-- cell families (layout without fill, tap and decap cells) --
logic type	Yosys count	after routing
AND/OR/NAND/NOR	29	29
flip-flops	28	28
AND-OR/OR-AND	11	11
multiplexers	9	9
buffers and inverters	4	18
XOR/XNOR	2	2
adder cells (fa/ha/maj)	1	1
-- worst register-to-register path, delay by kind of cell, from the launching register on --
family,cells,cell delay [ps]
muxes,1,370
and+or+nand+nor,2,420
DFF,1,460
-- metrics by stage --
step           instance area (um2)  hold WS [ps]
3_5_place_dp                  1320           461
4_1_cts                       1390           471
2_1_floorplan                 1050           442
6_report                      1390           470
3_3_place_gp                  1320           459
5_1_grt                       1390           497
Power is estimated from default activity; no workload was simulated.
