## flow/config.mk

```make
export PLATFORM = sky130hd
export DESIGN_NAME = HammingDecoder7to4
export DESIGN_NICKNAME = HammingDecoder7to4
export VERILOG_FILES = /design/flow/design.v
export SDC_FILE = /design/flow/constraint.sdc
export NUM_CORES = 4
export LEC_CHECK = 1
export CORE_AREA = 10 10 70 70
export DIE_AREA = 0 0 80 80
```

## flow/constraint.sdc

```tcl
current_design HammingDecoder7to4

set clk_period 1.5
set clk_io_pct 0.2

create_clock -name clk0 -period $clk_period

set non_clock_inputs [all_inputs -no_clocks]
set_input_delay [expr $clk_period * $clk_io_pct] -clock clk0 $non_clock_inputs
set_output_delay [expr $clk_period * $clk_io_pct] -clock clk0 [all_outputs]
```

## flow/design.v

```verilog
module HammingDecoder7to4(
  input        clock,
  input        reset,
  input  [7:0] io_input,
  output [3:0] io_output
);
  wire  error_code_0 = io_input[0] ^ io_input[2] ^ io_input[3] ^ io_input[4];  
  wire  error_code_1 = io_input[0] ^ io_input[1] ^ io_input[2] ^ io_input[5];  
  wire  error_code_2 = io_input[1] ^ io_input[2] ^ io_input[3] ^ io_input[6];  
  wire [2:0] _T = {error_code_2,error_code_1,error_code_0};  
  wire  _T_1 = _T == 3'h6;  
  wire  _io_output_T_4 = ~io_input[0];  
  wire [3:0] _io_output_T_5 = {io_input[3],io_input[2],io_input[1],_io_output_T_4};  
  wire  _T_3 = _T == 3'h3;  
  wire  _io_output_T_9 = ~io_input[1];  
  wire [3:0] _io_output_T_11 = {io_input[3],io_input[2],_io_output_T_9,io_input[0]};  
  wire  _T_5 = _T == 3'h7;  
  wire  _io_output_T_14 = ~io_input[2];  
  wire [3:0] _io_output_T_17 = {io_input[3],_io_output_T_14,io_input[1],io_input[0]};  
  wire  _T_7 = _T == 3'h5;  
  wire  _io_output_T_19 = ~io_input[3];  
  wire [3:0] _io_output_T_23 = {_io_output_T_19,io_input[2],io_input[1],io_input[0]};  
  wire [3:0] _io_output_T_28 = {io_input[3],io_input[2],io_input[1],io_input[0]};  
  wire [3:0] _GEN_0 = _T_7 ? _io_output_T_23 : _io_output_T_28;  
  wire [3:0] _GEN_1 = _T_5 ? _io_output_T_17 : _GEN_0;  
  wire [3:0] _GEN_2 = _T_3 ? _io_output_T_11 : _GEN_1;  
  assign io_output = _T_1 ? _io_output_T_5 : _GEN_2;  
endmodule
```

## flow/run.sh

```bash
#!/bin/bash
# OpenROAD 26Q1-2900-gdf79404cd8, Yosys 0.63+post, stock flow scripts
make -C /OpenROAD-flow-scripts/flow DESIGN_CONFIG=/design/flow/config.mk WORK_HOME=/design/flow/orfs finish
```

==> metrics.cfg <==
[worst_setup_path]
path_buffers = 5
crit_chain = buf_8 > buf_6 > xnor2_4 > xnor2_4 > buf_12 > buf_6 > a2111oi_4 > nand2_1 > buf_2
crit_path_end_kind = primary output
slowest_delay_ps = 270
cp_max_fo = 4
crit_arrival_ps = 1540
crit_path_start_kind = primary input
slowest_stage = a2111oi_4
crit_family = buffers and inverters
cp.required_ps = 1200
path_depth = 9
path_class = in2out

[logic_synthesis]
ys_area_um2 = 309
yosys-top-cells-count = nand2_1 (4), nor2_1 (4), nand3_1 (3), xor2_1 (3)
topCellsByArea = xnor2_2 (11%), xnor2_4 (8.9%), xor2_1 (8.5%)
netlist_area_um2 = 309
netlist.area_leader.share_pct = 10.5
yosys-stat-cells = 40
yosysWarnings = 0
netlist_instances = 40
postSynthSeqShare_pct = 0
yosysUniqueCellTypes = 25
top_area_cell = xnor2_2
syn_area_per_cell_um2 = 7.73

[global_route]
first_global_vias = 435
antenna_found_initial = 0
grt_max_degree = 7
globalRouteTotalUtil_pct = 3.43
grt_overflow = 0
grt_pass1_wl_um = 1910

[pwr]
totalPowerFinal_uw = 358
irDropWorstVdd_mv = 0.126
cellPowerDensity_nw_per_um2 = 486
p_leak_uw = 0.000297

[placement]
dp_hpwl_um = 759
io_buffers = 11
place_congestion = 0.817

[sta]
maxSlewHeadroom_pct = 82.5
hold_viol = 0
rsz0062_at_grt = yes
post-route-period-util_pct = 123
setup_viol = 4
fmax_ghz = 0.544
layout_setup_ws_ps = -340
period_needed_ps = 1840
tns_ps = -1190
slew_viol_final = 0
worst_slew_pin_slew_ps = 255

[final_layout]
area_delta_synth_final_pct = 138
drive_gt1_share_pct = 60.6
num-clock-buffers = 0
flops = 0
regArea_um2 = 0

[floorplanning]
die_y_um = 80
fp_util_pct = 9.05
core_um2 = 3420
placementRows = 21
io_pins = 14
die_area_um2 = 6400
dieWidth_um = 80

[clock_tree]
hold_buffers = 0

[drt]
diodes = 0
routed_via_density = 3.57
num_vias = 418
ant_nets = 0
avgRoutedWirePerCell_um = 9.39
routed_wl_um = 1100
drt_pass1_iterations = 3
drt_iter0_drc = 3
drc_errors = 0

[min_path]
holdPathStages = 6
hold_path_class = in2out

[job]
warning_count = 38
drv_cap = 0

[status]
outcome = complete, but fails checks
failed_checks = negative setup slack

[placed cells by master, fill, tap and decap left out, types with 2 or more instances in the layout]
master and instances:
buf_2 6, buf_4 16, buf_6 6, mux2i_1 2, nand2_1 4, nand2b_1 2
nand3_1 3, nor2_1 4, xnor2_4 3, xor2_2 2
[metal layers]
metal	global-route usage (%)	wire length (um)	up-vias
met3	0.568	52	0
met1	4.58	509	201
met2	5.94	536	6
met5	0	0	-
li1	-	-	211
met4	0	0	0
[worst paths after layout]
kind                  endpoint  slack, ps   startpoint
setup / recovery  io_output[0]       -340  io_input[2]
hold / removal    io_output[3]       1140  io_input[2]
[stage by stage]
| stage | cells | area (um2) | hold slack [ps] | util [%] | worst slack (ps) |
|---|---|---|---|---|---|
| after floorplan | 40 | 332 | 690 | - | -103 |
| after global placement | 109 | 582 | 1790 | 17.0 | -1280 |
| after detailed placement | 109 | 582 | 1800 | 17.0 | -1180 |
| after CTS | 116 | 716 | 1140 | 21.0 | -400 |
| after global routing | 117 | 736 | 1180 | 21.5 | -432 |
| final | 117 | 736 | 1140 | 21.5 | -340 |
[final cells by class]
| class | count | area, um2 |
|---|---|---|
| fillers | 368 | 2680 |
| multi-input cells | 38 | 395 |
| well taps | 46 | 57.6 |
| repair buffers | 33 | 283 |
[power by group]
group / internal (uW) / total (uW) / switching (uW)
registers: 0 / 0 / 0
clock network: 0 / 0 / 0
logic: 216 / 358 / 142
[kinds of logic after synthesis]
| family | share of synthesized area (%) |
|---|---|
| AND/OR/NAND/NOR | 33.6 |
| XOR/XNOR | 33.6 |
| buffers and inverters | 7.29 |
| multiplexers | 6.48 |
| AND-OR/OR-AND | 19.0 |
[tightest hold or removal path, stage by stage]
cell,delay [ps]
buf_8,70
buf_6,100
buf_4,130
a31oi_1,70
nand3_1,70
buf_2,90
[timing repair]
item,4_1_cts,5_1_grt
gates resized,55,2
endpoints found under the setup margin,4,4
pin swaps,11,4
setup buffers,8,1
hold endpoints to repair,0,0
